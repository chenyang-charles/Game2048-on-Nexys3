[flow/run.sh]
#!/bin/bash
# OpenROAD 26Q1-2900-gdf79404cd8, Yosys 0.63+post, stock flow scripts
make -C /OpenROAD-flow-scripts/flow DESIGN_CONFIG=/design/flow/config.mk WORK_HOME=/design/flow/orfs finish
[flow/config.mk]
export PLATFORM = sky130hd
export DESIGN_NAME = counter_26bit
export DESIGN_NICKNAME = counter_26bit
export VERILOG_FILES = /design/flow/design.v
export SDC_FILE = /design/flow/constraint.sdc
export NUM_CORES = 4
export LEC_CHECK = 1
export CORE_AREA = 10 10 81 81
export DIE_AREA = 0 0 91 91
[flow/constraint.sdc]
current_design counter_26bit

set clk_period 2.6
set clk_io_pct 0.2

create_clock -name clk0 -period $clk_period [get_ports {clk}]

set non_clock_inputs [all_inputs -no_clocks]
set_input_delay [expr $clk_period * $clk_io_pct] -clock clk0 $non_clock_inputs
set_output_delay [expr $clk_period * $clk_io_pct] -clock clk0 [all_outputs]
[flow/design.v]
`timescale 1ns / 1ps
module counter_26bit(
					clk, 
               clk_1ms
					);
    input clk;
   output clk_1ms;
	parameter COUNTER=26;
   reg [COUNTER-1:0] count;
	reg second_m;
	reg adjust;
	initial 
	begin
		count <= 0;
		adjust <= 0;
	end
	always@(posedge clk)
	begin
	   if((count[15:0]==49999) && (adjust == 1))
		begin
			count[15:0] <= 0;
			count[25:16] <= count[25:16]+1;
			adjust <= 0;
			second_m <= 1;
		end
		else 
		if (adjust == 1)
		begin
			count <= count+1;
			adjust <= 0;
			second_m <= 0;
		end
		else
		begin
			adjust <= 1;
		end
	end
	assign clk_1ms = second_m;
endmodule
==> impl_metrics.ini <==
; flow metrics
[status]
run_status = finished clean

[detailed_routing]
drt_iter0_markers = 24
drcViolationCount = 0
postRouteAntennaNets = 0
diodes = 0
routed_wl_mm = 1.32
via_per_inst = 3.67
wl_per_cell_um = 8.79
first_pass_iters = 4
routed-via-count = 550

[final_timing]
max_freq_mhz = 640
hold_violations = 0
worst_pin_slew_ps = 387
slew_headroom_pct = 73.8
setup_viol = 0
slew_violations = 0
hold_slack_ps = 464
min_period_over_period_pct = 60.1
setup_ws_ps = 1040
tns_ps = 0
finalCriticalPeriod_ps = 1560
fin_skew_ps = 2.19
rsz0062_at_grt = false

[power_and_ir_drop]
clockPowerShare_pct = 45.0
power-per-cell-area_nw_per_um2 = 529
leakagePower_nw = 0.343
switching_share_pct = 18.2
pwr-share-seq_pct = 55.0
internal-power_w = 0.000410
comb_power_share_pct = 0
switchingPower_w = 0.0000913
worst_ir_drop_vdd_uv = 214

[final_layout]
stdcell_count = 150
flop_area_um2 = 360
lay_top_count = dfxtp_1
syn2layout_area_growth_pct = 16.1
logic_area_um2 = 435
layout_top_cells = dfxtp_1, nand2_1, nand4_1, nor2_1
final.fill_count = 541
fin_util_pct = 19.7
drive_gt1_share_pct = 12.0

[place]
dp.cells = 146
dp_slack_ps = 1060
dp_hpwl_um = 965
port_buffers = 1
place_congestion = 0.802

[worst_setup_path]
crit_path_max_incr_delay_ps = 460
critPathLaunch = second_m
r2r-end = count[15]
regToRegSetupSlack_ps = 1050
crit_buf_inv = 1
start_kind = register
cp.depth = 1
crit_end = clk_1ms
end_kind = output pin
cp_cell_sequence = clkdlybuf4s50_1
crit_path_max_fanout = 2
crit_family = buffers and inverters
crit_type = register to output pin
crit_arrival_ps = 1040
r2r_cells = 5
cp.required_ps = 2080
reg2reg_from = count[0]
slowest_stage = clkdlybuf4s50_1

[synthesis]
ys_sh_simple_pct = 33.5
edf_count = 0
ys_seq_share_pct = 44.1
fa_ha_area_share_pct = 1.53
netlist.area_leader.share_pct = 44.1
yosys-top-cells-area = dfxtp_1, xnor2_1, xor2_1
muxShareOfSynthArea_pct = 1.23
ys_cells = 81
netlist_area_um2 = 817
ys_sh_xor_pct = 12.9
ys_sh_aoi_pct = 4.13
logic_family = simple AND/OR/NAND/NOR gates
ys_async_sr_fraction_pct = 0
largest_area_cell = dfxtp_1
syn_avg_cell_area_um2 = 10.1
yosys.cell_types.count = 29
netlist_instances = 81
synth_flops = 18
yosys_area_um2 = 817
yosysWarnings = 1
synth-main-ff-cell = dfxtp_1

[die]
die_w_um = 91
rows = 25
die_h_um = 91
fp_util_pct = 17.0
core_area_um2 = 4820
die_area_um2 = 8280
pin_count = 2

[grt]
grtUsageTotal_pct = 3.16
grt_pass1_vias = 497
grt_max_degree = 11
grt_remaining_overflow = 0
antenna_found_initial = 0
grt_first_pass_wirelength_mm = 2.28

[clocking]
cts_tree = built
htreeDepth = 1
clock-sinks = 18
cts.path.max_buffers = 2
clock_latency_ps = 250
clk_pin_slew_ps = 70
holdBufCountCts = 0
cts_resized = 0
root_buffer = clkbuf_8
cts_setup_buffers = 0
cts_inserted_buffers = 3

[run]
cap_violations = 0
tool_warnings = 25

[worst_hold_path]
min_path_type = register to register
[Yosys cell counts (2+ instances only)]
library cell / count
nand3_1: 2
nand4_1: 7
and4_1: 3
clkbuf_2: 2
a21o_1: 2
nor3_1: 2
xnor2_1: 6
nand2_1: 8
nor2_1: 7
dfxtp_1: 18
xor2_1: 6
[per-layer routing]
metal  wire length [µm]  vias to the layer above  global-route usage (%)  share of wire, %
met5                  0                        -                       0                 0
met4                  0                        0                   0.261                 0
met3                 52                        0                    1.08               3.9
met2                565                        4                    4.42                43
met1                702                      251                    4.77                53
li1                   -                      295                       -                 -
[power groups by stage]
stage / Combinational, W / Sequential (W) / Clock (W)
6_report: 0.000000000170 / 0.000276 / 0.000226
5_1_grt: 0.000000000170 / 0.000275 / 0.000241
4_1_cts: 0.000000000170 / 0.000276 / 0.000231
[state kept, by name, indices dropped and copies added, names as in the netlist]
register and cells:
second_m 1, adjust 1, count 16
[how the worst min path moves through the flow]
stage	startpoint	cells past startpoint	slack, ps	end
4_1_cts	count[15]	1	460	count[15]
5_1_grt	second_m	1	480	second_m
6_report	second_m	1	460	second_m
[logic make-up after synthesis]
| group | after synthesis |
|---|---|
| multiplexers | 1 |
| adder cells (fa/ha/maj) | 1 |
| AND/OR/NAND/NOR | 40 |
| XOR/XNOR | 12 |
| buffers and inverters | 4 |
| AND-OR/OR-AND | 5 |
| flip-flops | 18 |
[layout make-up]
type / instances / share of cell area [%]
flip-flops and latches: 18 / 38.0
well taps: 67 / 8.84
inverters: 1 / 0.396
multi-input cells: 59 / 45.9
clock buffers: 4 / 5.80
repair buffers: 1 / 1.06
[metrics by stage]
step                      cell area (µm²)  power, W
final                                 948  0.000501
after global routing                  948  0.000517
after CTS                             948  0.000506
after detailed placement              893  0.000282
after global placement                893  0.000282
after floorplan                       817  0.000282
Power and IR drop assume default switching activity.
