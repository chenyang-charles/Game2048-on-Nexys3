===== flow/run.sh =====
#!/bin/bash
# OpenROAD 26Q1-2900-gdf79404cd8, Yosys 0.63+post, stock flow scripts
make -C /OpenROAD-flow-scripts/flow DESIGN_CONFIG=/design/flow/config.mk WORK_HOME=/design/flow/orfs finish

===== flow/config.mk =====
export PLATFORM = sky130hd
export DESIGN_NAME = Anti_jitter
export DESIGN_NICKNAME = Anti_jitter
export VERILOG_FILES = /design/flow/design.v
export SDC_FILE = /design/flow/constraint.sdc
export NUM_CORES = 4
export LEC_CHECK = 1
export CORE_AREA = 10 10 112 112
export DIE_AREA = 0 0 122 122

===== flow/constraint.sdc =====
current_design Anti_jitter

set clk_period 4.1
set clk_io_pct 0.2

create_clock -name clk0 -period $clk_period [get_ports {clk}]

set non_clock_inputs [all_inputs -no_clocks]
set_input_delay [expr $clk_period * $clk_io_pct] -clock clk0 $non_clock_inputs
set_output_delay [expr $clk_period * $clk_io_pct] -clock clk0 [all_outputs]

===== flow/design.v =====
`timescale 1ns / 1ps
module Anti_jitter(button, 
                   clk, 
                   btn, 
						);
	input [4:0] button;
   input clk;
   output reg [4:0] btn;
	reg [31:0] counter;
	reg [5:0] btn_temp;
	reg pluse;
	always @(posedge clk) 
	begin
		btn_temp <= button;
		if(btn_temp != button) 
		begin
			counter <= 32'h00000000;
			pluse <= 0;
		end
		else 
		if (counter < 100000)
			counter <= counter + 1;
		else 
		begin
			btn <= button;
		end
	end    
endmodule

==> run summary <==
The synthesis and PnR run went through. The flow ran to the end, and the final reports show no timing, DRC or antenna violations. Period utilization landed at 61.4%. Final weighted congestion in routability-driven placement landed at around 0.77. Synthesis produced 153 cells. In this run the core area contains 37 standard-cell rows.

Hold violation total from the final report landed at 0. Post-cts hold-fix buffer tally landed at 0. In this run, the clock network consumes between 30% and 40% of the power. Setup repair after global routing left no endpoint under its margin.

The routed design has 2.86 mm of wire. For this run, the leading register cell type out of synthesis is sky130_fd_sc_hd__dfxtp_1. Hold is met by approximately 0.46 ns. Global route total overflow landed at 0. Clock-pin slew reported for the worst setup and hold paths after clock tree synthesis landed at around 0.070 ns. Sequential cells account for 59.8% of the total power.

The critical path is of the in2reg type. For reference, the final report shows the max-slew violation count at 0. Worst max-slew margin expressed relative to the limit landed at between 60 and 70%. For the pin with the worst max-slew slack, the measured transition is 0.551 ns. The finished cells cover a little over 2000 um2.

Clock tree synthesis selected as its root buffer the cell sky130_fd_sc_hd__clkbuf_8. The worst setup path is launched from an input port. The script computed a power per unit cell area of about 340 nW/um2. Post-detailed-route via-to-cell ratio landed at approximately 3.6. For the final database, setup skew stands at approximately 0.0025 ns. In this run the count of I/O pins placed on the die edge is 11. Required arrival time at the worst endpoint landed at 4.04 ns. Height of the chip landed at approximately 120 um.

Number of standard cells reported by yosys landed at ~150. Clock insertion delay at the later pin of the skew report landed at about 0.29 ns. The biggest area contributor in the post-synthesis netlist is sky130_fd_sc_hd__dfxtp_1. Critical path depth landed at 5.

Net switching power landed at around 0.14 mW. The most frequently used library cell after synthesis is sky130_fd_sc_hd__dfxtp_1. Path depth of the worst reg2reg path landed at 4.

The number of antenna violations at the first check in global routing is 0. The number of warnings reported in the stage logs is 25. Yosys attributes the largest share of cell area to sky130_fd_sc_hd__dfxtp_1, sky130_fd_sc_hd__edfxtp_1, sky130_fd_sc_hd__xnor2_1. Yosys chip area landed at between 1500 and 2000 um2. Looking at the post-CTS report, the setup buffer insertion count equals 0. The die covers 14,900 um2. Number of max-cap violations landed at 0.

Number of enable-type register cells in the synthesized netlist landed at 5. In this run the mean area of a mapped cell was 11.2 um2. CTS sink count landed at about 42. Looking at the clock tree report, the H-tree level count equals 2. In this run the layout overhead on the synthesized area is reported as 20.4%. Total setup violations reported at the end of the flow landed at 0. Shortest clock period the worst path allows after layout landed at 2.52 ns. Antenna diode count landed at 0. Along the worst hold path, the cell count comes to 2. The worst-case IR drop observed on VDD is approximately 0.00019 V. Via count of the first global-routing pass landed at around 1,100. After floorplanning, the core was sized to cover about 10,000 um2. The number of buffers and inverters on the critical path is 1.

Flop and latch count out of synthesis landed at 42. TritonCTS built the clock tree. Arrival time of data at the critical path endpoint landed at approximately 2.5 ns.

The cell sequence reported for the critical path is clkdlybuf4s50_1 -> xnor2_1 -> nand3_1 -> or2_2 -> nor2_1. The design draws between 0.7 and 0.8 mW. Leakage power of the design landed at between 0.6 and 0.7 nW.

The timing report gives the biggest stage delay along the critical path as around 0.5 ns. Clock tree synthesis inserted a total of 5 buffers. Maximum number of pins on one net before global-route repair landed at 20. Area of placed instances landed at about 2000 um2. Detail-routed net length per standard cell landed at between 9 and 10 um. Looking at the reg2reg group, the worst path starts from counter[8]. Achievable frequency landed at around 400 MHz. Setup total negative slack on the finished layout was measured at 0 ns. The area fraction of the largest cell type after synthesis is between 40% and 50%.

Total iterations of the first detailed-routing run landed at 4. Of all flip-flops after synthesis, the portion carrying an async set or reset was 0%. Tally of unique sky130hd cells used after synthesis landed at 33. Sorting the synthesized cells by how often they occur yields sky130_fd_sc_hd__dfxtp_1, sky130_fd_sc_hd__and2_1, sky130_fd_sc_hd__nor2_1, sky130_fd_sc_hd__xnor2_1, sky130_fd_sc_hd__nand3_1.

Die width landed at ~120 um. In this run the most critical hold path is launched from counter[16]. According to the timing report, the critical path is launched from button[2]. Among cell families on the critical path, the largest total delay comes from simple AND/OR/NAND/NOR gates.

Proportion of synthesized chip area in sequential cells landed at 52.2%. For this block, the initial DRC count from the detailed router was 68. Number of DRC violations after detailed routing landed at 0. Cell-internal power landed at between 0.5 and 0.6 mW. Fraction of the core area occupied by cells at floorplan landed at between 10% and 20%.

During placement, the flow inserted port buffers numbering 10. In this run the remaining antenna-violating nets after routing total 0. Count of synthesis-stage warnings from yosys landed at 1. Cell area after technology mapping landed at 1710 um2.

For this block, the via count after detailed routing is roughly 1,100. The worst hold path belongs to the class reg2reg. Per the STA report, the cell with the highest stage delay on the worst path is sky130_fd_sc_hd__clkdlybuf4s50_1.

The clock passes through at most 2 buffers. The global routing report lists combined usage of all routing layers as under 10%. The post-route netlist has a little over an eighth of its cells at a drive strength greater than 1. Number of gates resized after cts landed at 0. Net switching is around a fifth of the power. After legalization and detailed placement, the total HPWL measured between 1.5 and 2 mm. The first global-routing pass estimated about 5.2 mm of wire. Per report_power, the combinational group accounts for roughly 2.6% of the total. Max fanout on the critical path was recorded as 15. STA classifies the critical path endpoint as a flip-flop.
final cells by class:
type | instances | area, um2
fillers | 1093 | 8180
flip-flops and latches | 42 | 891
multi-input cells | 103 | 785
well taps | 136 | 170
repair buffers | 11 | 108
clock buffers | 8 | 90.1
inverters | 3 | 11.3
stage by stage:
stage               util, %  worst slack, ns  instances
finish                 20.1             1.58        303
floorplan                 -             1.79        153
global route           20.1             1.46        303
CTS                    20.1             1.59        303
global placement       19.2             1.32        295
detailed placement     19.2             1.27        295
worst register-to-register path, stage by stage, from the launching register on:
cell and delay [ns]:
sky130_fd_sc_hd__dfxtp_1 0.50, sky130_fd_sc_hd__o211ai_1 0.17, sky130_fd_sc_hd__o21ai_4 0.40, sky130_fd_sc_hd__a21oi_2 0.16, sky130_fd_sc_hd__nor2_1 0.37
routing by layer:
layer  global-route usage, %  vias up  routed length [um]
li1                        -      559                   -
met4                    1.04        0                  70
met3                    1.27        5                 125
met5                       0        -                   0
met2                    5.62       16                1170
met1                    6.00      497                1490
layout by cell type, fill, tap and decap left out, types with 2 or more instances in the layout:
master                            count
sky130_fd_sc_hd__nand2_1              8
sky130_fd_sc_hd__a21oi_1              2
sky130_fd_sc_hd__nor2_1              14
sky130_fd_sc_hd__nor4_4               3
sky130_fd_sc_hd__dfxtp_1             37
sky130_fd_sc_hd__a21bo_2              2
sky130_fd_sc_hd__nand3_1              9
sky130_fd_sc_hd__nand3b_1             2
sky130_fd_sc_hd__a2111oi_2            2
sky130_fd_sc_hd__nor3_1               2
sky130_fd_sc_hd__xnor2_1             14
sky130_fd_sc_hd__clkdlybuf4s50_1     10
sky130_fd_sc_hd__clkbuf_8             6
sky130_fd_sc_hd__and4_1               2
sky130_fd_sc_hd__and2_1              16
sky130_fd_sc_hd__inv_1                3
sky130_fd_sc_hd__a211oi_4             2
sky130_fd_sc_hd__mux2i_1              4
sky130_fd_sc_hd__edfxtp_1             5
sky130_fd_sc_hd__a211oi_1             5
sky130_fd_sc_hd__clkbuf_1             2
sky130_fd_sc_hd__and3_1               2
sky130_fd_sc_hd__or3_1                3
state kept, by name, summed over array words and instances (netlist names):
| register | count |
|---|---|
| btn | 5 |
| btn_temp | 5 |
| counter | 32 |
power by group through the flow:
stage	sequential, mW	combinational (mW)	clock [mW]
CTS	0.419	0.0183	0.279
global route	0.420	0.0205	0.295
finish	0.420	0.0180	0.264
cells by family (layout without fill, tap and decap cells):
| kind of cell | count (synthesis) | in the layout | share of synthesized area [%] |
|---|---|---|---|
| AND/OR/NAND/NOR | 66 | 66 | 24.9 |
| multiplexers | 4 | 4 | 2.35 |
| XOR/XNOR | 14 | 14 | 7.18 |
| flip-flops | 42 | 42 | 52.2 |
| AND-OR/OR-AND | 18 | 18 | 10.9 |
| adder cells (fa/ha/maj) | 1 | 1 | 0.733 |
| buffers and inverters | 8 | 22 | 1.83 |
worst paths after layout:
kind	to	slack, ns
min reg2reg	counter[16]	0.46
min	counter[16]	0.46
max reg2reg	btn[2]	2.16
max	btn[2]	1.58
Power and IR drop assume default switching activity.
